### ./run.sh
#!/bin/bash
# OpenROAD 26Q1-2900-gdf79404cd8, Yosys 0.63+post, stock flow scripts
make -C /OpenROAD-flow-scripts/flow DESIGN_CONFIG=/design/flow/config.mk WORK_HOME=/design/flow/orfs finish
### ./config.mk
export PLATFORM = sky130hd
export DESIGN_NAME = inputconditioner
export DESIGN_NICKNAME = inputconditioner
export VERILOG_FILES = /design/flow/design.v
export SDC_FILE = /design/flow/constraint.sdc
export NUM_CORES = 4
export LEC_CHECK = 1
export CORE_AREA = 10 10 70 70
export DIE_AREA = 0 0 80 80
### ./constraint.sdc
current_design inputconditioner

set clk_period 1.3
set clk_io_pct 0.2

create_clock -name clk0 -period $clk_period [get_ports {clk}]

set non_clock_inputs [all_inputs -no_clocks]
set_input_delay [expr $clk_period * $clk_io_pct] -clock clk0 $non_clock_inputs
set_output_delay [expr $clk_period * $clk_io_pct] -clock clk0 [all_outputs]
### ./design.v
module inputconditioner
(
input 	    clk,             
input	    noisysignal,     
output reg  conditioned,     
output reg  positiveedge,    
output reg  negativeedge     
);
    parameter counterwidth = 3;  
    parameter waittime = 3;      
    reg[counterwidth-1:0] counter = 0;
    reg synchronizer0 = 0;
    reg synchronizer1 = 0;
    always @(posedge clk ) begin
        positiveedge <= 0;
        negativeedge <= 0;
        if(conditioned == synchronizer1)
            counter <= 0;
        else begin
            if( counter == waittime) begin
                counter <= 0;
                if(conditioned==1 && synchronizer1 == 0) begin
                    negativeedge <= 1;
                end
                if(conditioned==0 && synchronizer1 == 1) begin
                    positiveedge <= 1;
                end
                conditioned <= synchronizer1;
            end
            else 
                counter <= counter+1;
        end
        synchronizer0 <= noisysignal;
        synchronizer1 <= synchronizer0;
    end
endmodule
==> run summary <==
Status on the layout run. Total met2 wirelength after detailed routing landed at 87 µm. Antenna diode instance count landed at 0. Detailed route wirelength on metal3 landed at 103 µm. The design draws 534 µW.

Hold is met by 331 ps. The layout summary lists the proportion of cells stronger than drive strength 1 as 20.0%. Number of max-slew violations in the final report landed at 0. The first detailed-routing pass ran for 2 iterations. The first global-routing pass estimated 600 µm of wire. Area of the core region landed at 0.00342 mm². In this run the clock root is driven by a sky130_fd_sc_hd__clkbuf_4.

Last weighted congestion value of the routability-driven placer landed at 0.662. Yosys chip area landed at 273 µm². Mapped cell area landed at 273 µm².

Floorplan die area landed at 0.00640 mm². The worst hold path passes through 0 cells. After technology mapping, the gate count stands at 21.

According to the hold report, the worst path is of the reg -> reg type. At the later pin of the worst-skew pair, clock insertion delay measures 250 ps. The clock drives 8 sinks. For this run, the slowest stage of the critical path takes 380 ps. Warnings reported by Yosys during synthesis add up to 1. Per the hold report, the tightest min-delay path originates at synchronizer0$_DFF_P_. The timing report attributes the biggest portion of critical-path delay to flip-flops. Using the TritonRoute via totals, the vias-per-cell ratio works out to 2.05. In this run the critical path is formed by buf_4, inv_1, ha_4, nor2b_1. Across all register-to-register paths, the minimum setup slack is 60 ps.

Floorplan core density landed at 7.99%. The slowest stage of the critical path belongs to the cell sky130_fd_sc_hd__edfxtp_1. STA classifies the critical path endpoint as a register. In this run, synthesis produced a sequential element count of 8. From left edge to right edge, the die measures 80 µm. Per the cell usage report, the commonest logic cell in the layout is sky130_fd_sc_hd__dfxtp_1.

Relative to the synthesized area, the layout overhead comes to 54.6%. For this run, the share of the core covered by cells in the final layout is 12.3%. Per the TritonCTS log, the buffer count is 3. Worst-case headroom to the max-slew limit landed at 88.8%.

Number of buffer cells added on primary ports landed at 4. Logic gate share of total power landed at 9.3%. Wire length per cell landed at 5.20 µm. The final layout report lists a filler cell count of 392.

Clock share of power landed at 38.1%. Total length of routed wires landed at 395 µm. Static leakage power landed at 0.000204 µW.

For the worst reg-to-reg path, the startpoint reported by OpenROAD is conditioned$_DFFE_PP_. Largest driver fanout on the critical path landed at 6. Summing all multi-input logic gate instances after layout gives 104 µm². Per the detail_route report, DRC violations left total 0.

The timing report gives the clock slew at the launch and capture registers of the worst setup and hold paths as 60 ps. Maximum number of buffers from clock root to sink landed at 2. Internal power landed at 420 µW. Data arrival time of the critical path landed at 1210 ps.

The run reported a max-capacitance violation count of 0. The most common logic cells in the final layout are sky130_fd_sc_hd__dfxtp_1 (6), sky130_fd_sc_hd__inv_1 (3), sky130_fd_sc_hd__ha_1 (3), sky130_fd_sc_hd__clkbuf_4 (3). Number of antenna violations at the first check in global routing landed at 0.

Based on the critical path, the design can be clocked at up to 0.808 GHz. Number of buffers and inverters on the critical path landed at 2. Once iteration 0 of detailed routing completed, the report listed 13 DRC markers. Total vias in the final route landed at 156. Total global-route track usage over all layers is 1.33%.

Averaged over all synthesized cells, the footprint is 13.0 µm². Die height landed at 80 µm. Switching part of the total power landed at 21.4%. Recorded from the global router log, the overflow total was 0. The number of global-route vias before repair came to 132. In this run the core area contains 21 standard-cell rows. Number of placed I/O pins landed at 5.

Final cycle utilization of the critical path landed at 95.2%. Worst-case vdd ir drop landed at 0.519 mV. Hold analysis lists the worst path endpoint as synchronizer1$_DFF_P_. For the worst flop-to-flop path, the logic depth is 4. The worst setup path is launched from a register. The capture point of the worst register-to-register path is recorded as conditioned$_DFFE_PP_. The worst path needs 1240 ps of the cycle, external delays included. Maximum number of pins on one net before global-route repair landed at 7. The flow reported a cell area power density of 1270 mW/mm². Summing over the stages, the warning tally comes to 26. Worst clock skew landed at 9.82 ps. Pin slew with the least headroom to its limit landed at 169 ps. In this run, distinct cell masters in the synthesized netlist total 8.

Sequential element share of the synthesized area landed at 62.4%. The flow ran to the end, and the final reports show no timing, DRC or antenna violations. The layout report lists the combined flip-flop and latch area as 171 µm². Reported net switching power landed at 115 µW.

The flow reports that sequential cells draw 52.6% of the design power. Required arrival time at the worst endpoint landed at 1270 ps. The routed wirelength on the met1 layer is recorded as 203 µm.

TritonCTS built the clock tree. In the Yosys report the total cell count is 21. Total count of hold-check failures in the final report landed at 0. From the final report, the count of setup violators was given as 0. Per the CTS log, the maximum H-tree level is 1. The critical path in this run is classified as reg -> reg. Remaining number of nets flagged by the antenna check after routing landed at 0. Signal routing reaches up to met3.
==> Yosys cell counts (all sizes together) <==
library cell / count / area [µm²]
and3b: 2 / 17.5
nor2b: 1 / 6.26
dfxtp: 7 / 140
nor3b: 1 / 7.51
inv: 3 / 11.3
nor3: 2 / 10.0
edfxtp: 1 / 30.0
ha: 4 / 50.1
==> final cells by class <==
| cell class | count | area share, % |
|---|---|---|
| tap | 46 | 13.6 |
| timing repair buffer | 5 | 12.2 |
| sequential | 8 | 40.7 |
| multi-input combinational | 10 | 24.6 |
| clock buffer | 4 | 6.23 |
| inverter | 3 | 2.67 |
==> worst max-delay path by stage <==
stage     cells after the start                    start                     to
4_1_cts                       1  positiveedge$_SDFF_PP0_           positiveedge
5_1_grt                       4    conditioned$_DFFE_PP_  conditioned$_DFFE_PP_
6_report                      4    conditioned$_DFFE_PP_  conditioned$_DFFE_PP_
==> flip-flops by register name (all words and copies together), names as in the netlist <==
signal and count:
conditioned 1, synchronizer0 1, counter 3, positiveedge 1, synchronizer1 1, negativeedge 1
==> power by group through the flow <==
stage	clock [µW]	combinational [µW]	sequential, µW
finish	203	49.7	281
global route	235	55.6	283
CTS	212	46.8	281
==> cells by family (layout without fill, tap and decap cells) <==
family,Yosys count,count (layout),synth area share (%)
adders and majority gates,4,4,18.3
buffers and inverters,3,12,4.13
DFF,8,8,62.4
and+or+nand+nor,6,6,15.1
==> per-stage QoR <==
stage,std cells,setup WS (ps),TNS (ps),cell area (µm²)
floorplan,21,181,0,273
global placement,71,122,0,370
detailed placement,71,93.4,0,370
CTS,76,9.18,0,403
global route,76,-8.94,-8.94,422
finish,76,61.9,0,422
==> per-layer routing <==
metal	vias to the layer above	GRT usage (%)
li1	89	-
met4	0	0
met5	-	0
met2	8	0.722
met3	0	2.39
met1	59	1.82
==> what timing repair did <==
item,CTS,global route
endpoints found under the setup margin,1,3
resized,1,4
hold buffers,0,0
setup buffers,1,0
Power is estimated from default activity; no workload was simulated.
