**flow/design.v**
```verilog
module fsm
(
  input sclk,
  input cs,
  input shift_register_output,
  output reg miso_bufe,
  output reg dm_we,
  output reg addr_we,
  output reg sr_we
);
  reg [2:0] state;
  reg [2:0] count;
  always @(posedge sclk) begin
    if (state === 3'dx) begin
      state <= 3'd0;
      count <= 3'd0;
    end
    case(state)
      3'd0: begin
        miso_bufe = 0;
        dm_we = 0;
        addr_we = 0;
        sr_we = 0;
        if (cs == 0)
          state <= 3'd1;
        else
          state <= 3'd0;
      end
      3'd1: begin
        sr_we <= 0;
        addr_we <= 1;
        dm_we <= 0;
        miso_bufe <= 0;
        if (count < 7)
          count <= count + 1;
        else if (count == 7) begin
          if (shift_register_output == 1'dx)
            count <= count;
          else if (shift_register_output == 1) begin
            count <= 0;
            state <= 3'd2;
          end
          else if (shift_register_output == 0) begin
            count <= 0;
            state <= 3'd4;
          end
        end
      end
      3'd2: begin
        sr_we <= 1;
        dm_we <= 0;
        addr_we <= 0;
        miso_bufe <= 0;
        state <= 3'd3;
      end
      3'd3: begin
        sr_we <= 0;
        dm_we <= 0;
        addr_we <= 0;
        miso_bufe <= 1;
        if (count < 7)
          count <= count + 1;
        else if (count == 7) begin
          state <= 3'd5;
          count <= 0;
        end
      end
      3'd4: begin
        sr_we <= 0;
        dm_we <= 1;
        addr_we <= 0;
        miso_bufe <= 0;
        if (count < 7)
          count <= count + 1;
        else if (count == 7) begin
          state <= 3'd5;
          count <= 0;
        end
      end
      3'd5: begin
        if (cs == 1)
          state = 3'd0;
        sr_we <= 0;
        dm_we <= 0;
        addr_we <= 0;
        miso_bufe <= 0;
      end
    endcase
    end
endmodule
```
**flow/run.sh**
```bash
#!/bin/bash
# OpenROAD 26Q1-2900-gdf79404cd8, Yosys 0.63+post, stock flow scripts
make -C /OpenROAD-flow-scripts/flow DESIGN_CONFIG=/design/flow/config.mk WORK_HOME=/design/flow/orfs finish
```
**flow/config.mk**
```make
export PLATFORM = sky130hd
export DESIGN_NAME = fsm
export DESIGN_NICKNAME = fsm
export VERILOG_FILES = /design/flow/design.v
export SDC_FILE = /design/flow/constraint.sdc
export NUM_CORES = 4
export LEC_CHECK = 1
export CORE_AREA = 10 10 80 80
export DIE_AREA = 0 0 90 90
```
**flow/constraint.sdc**
```tcl
current_design fsm

set clk_period 1.7
set clk_io_pct 0.2

create_clock -name clk0 -period $clk_period [get_ports {sclk}]

set non_clock_inputs [all_inputs -no_clocks]
set_input_delay [expr $clk_period * $clk_io_pct] -clock clk0 $non_clock_inputs
set_output_delay [expr $clk_period * $clk_io_pct] -clock clk0 [all_outputs]
```
==> Slide: Implementation Results <==
Synthesis and Place & Route Summary

Detailed routing
  • # DRC: 0
  • Via count: 321
  • Routed WL: 794 um
  • Routed len/inst: 6.672 um
  • Antenna cells: 0
  • Pre-antenna DRT Iters: 2
  • Iteration-0 DRC Markers: 18
  • Vias per inst: 2.697
  • Antenna viol nets, final: 0

Critical path
  • Buf/Inv on CP: 0
  • Most common cell on crit path: ha_1
  • Critical Path AT: 1.62 ns
  • CP top delay family: adder cells
  • Crit path max-delay cell type: edfxtp_1
  • Crit-path max FO: 5
  • CP startpoint kind: flip-flop
  • Crit Path Category: flip-flop to flip-flop
  • Critical path, cell by cell: ha_1 -> ha_1 -> nand4_1 -> mux2_2
  • Crit end category: flip-flop
  • CP peak stage delay: 0.42 ns
  • Worst Path Required: 1.82 ns

Die
  • DIE WIDTH: 90 um
  • CORE AREA: 4723 um^2
  • Placement Rows: 25
  • Total die area: 8100 um^2
  • Pre-Place Util: 10.97%
  • Die Ht: 90 um
  • Io pins: 7

Clocking
  • Clk root buf: clkbuf_8
  • Num CTS Buffers: 3
  • TritonCTS clock tree: built
  • CTS hold repair buffers: 0
  • Setup bufs post-CTS: 0
  • Clock slew at reported path FFs: 0.05 ns
  • CTS Sinks: 13
  • H-tree levels: 1
  • Post-CTS Resized: 0
  • Worst skew pair latency: 0.24 ns
  • Longest Clk Path Bufs: 2

Power and ir drop
  • Clk pwr share: 21.4%
  • Pwr/cell area: 1746 nW/um^2
  • Leak: 0.0002584 uW
  • Switching Share: 26.25%
  • Seq pwr share: 49.1%
  • Net Sw Power: 321.8 uW
  • Logic gate share of total power: 29.5%
  • Worst vdd ir: 536.4 uV
  • Power Internal: 904.1 uW

Synth
  • Syn avg cell area: 12.05 um^2
  • Dominant cell area share: 40.58%
  • Synth Warn #: 1
  • Yosys Instances: 43
  • Yosys top cell by area: edfxtp_1
  • Yosys Chip Area: 518.0 um^2
  • Synth top cells by count: edfxtp_1, dfxtp_1, nor2_1, nor3_1, or2_1
  • Seq share, synth: 63.77%
  • Yosys cell types: 19
  • Mapped cell area: 518.0 um^2
  • Async SR Flop Fraction: 0%
  • Post-synth EDFFs: 7
  • Largest cells by area: edfxtp_1, dfxtp_1, ha_1, or2_1, nor3_1
  • Most common cell in the synthesized netlist: edfxtp_1
  • Registers, synthesis: 13
  • Dominant flop cell: edfxtp_1
  • Cell count after synthesis: 43

Placement
  • IO buf count: 6
  • GPL Wtd Cong: 0.7659
  • Post-DP Area: 656.9 um^2
  • Dpl hpwl: 605.4 um

Status
  • Status: complete, no violations

Final timing
  • Period utilization: 87.96%
  • Min Tclk post-route: 1.495 ns
  • Hold WS: 0.4333 ns
  • Worst slew pin tran: 0.2369 ns
  • Final setup violation count: 0
  • Clk_skew: 0.001979 ns
  • RSZ-0062 raised after global routing: false
  • Setup TNS: 0 ns
  • Max Clock Freq: 0.6687 GHz
  • Relative slew slack: 84.16%
  • Fin. max-slew vios: 0
  • Endpoints failing hold: 0

Global route
  • Initial antenna violation count: 0
  • All-Layer GR Usage: 2.068%
  • Vias in the first global route: 313
  • Global-route wire length before repair: 1373 um
  • Overflow after GRT: 0
  • Pin count of the biggest net entering global routing: 8

Flow run
  • Tool warnings: 25
  • Max_cap viols: 0

Cells and area
  • Layout area overhead: 35.51%
  • Final instance area: 701.9 um^2
  • Fillers: 523
  • Layout cells sized above 1: 7.692%

Min path
  • Hold Crit Class: flip-flop to flip-flop
-- final timing paths --
kind | cells past startpoint | slack (ns) | from | endpoint
setup / recovery | 4 | 0.20 | count[0] | state[1]
hold / removal | 1 | 0.43 | state[2] | state[5]
setup reg to reg | 4 | 0.20 | count[0] | state[1]
hold reg to reg | 1 | 0.43 | state[2] | state[5]
-- layer usage --
layer / GRT usage, % / part of all wire (%)
met1: 2.768 / 55
met2: 2.603 / 34
met3: 1.676 / 11
met4: 0.1326 / 0
met5: 0 / 0
-- layout make-up --
type | instances | area [um^2] | area share (%)
Sequential cell | 13 | 330.3 | 47.06
Tap cell | 67 | 83.83 | 11.94
Multi-Input combinational cell | 27 | 175.2 | 24.96
Clock buffer | 4 | 45.04 | 6.417
Timing Repair Buffer | 6 | 60.06 | 8.556
Inverter | 2 | 7.507 | 1.070
-- power by group through the flow --
stage | clock (uW) | sequential, uW | combinational [uW]
4_1_cts | 268 | 602 | 368
5_1_grt | 291 | 621 | 424
6_report | 263 | 602 | 361
-- registers in the layout, indices dropped and copies added (netlist names) --
signal,flops
dm_we,1
sr_we,1
count,3
miso_bufe,1
state,6
addr_we,1
-- cells by family after synthesis --
group | count (synthesis) | share of synthesized area, %
flip-flops | 13 | 63.77
AND-OR/OR-AND | 4 | 6.282
multiplexers | 1 | 2.174
AND/OR/NAND/NOR | 20 | 20.53
adder cells (fa/ha/maj) | 2 | 4.830
buffers and inverters | 3 | 2.415
-- placed cells by master, fill, tap and decap left out --
cell type        instances
a21o_1                   1
a22o_1                   1
and2_1                   2
clkbuf_1                 1
clkbuf_8                 3
clkdlybuf4s50_1          6
dfxtp_1                  6
edfxtp_1                 7
ha_1                     2
inv_1                    2
mux2_2                   1
nand2_1                  1
nand3_1                  1
nand4_1                  1
nor2_1                   4
nor2b_1                  1
nor3_1                   4
o21a_1                   1
o2bb2ai_1                1
or2_1                    4
or3_1                    2
-- stage by stage --
stage	std cells	setup WS [ns]	utilization, %	total power, uW
after floorplan	43	0.3072	-	812.4
after global placement	115	0.2750	13.91	948.7
after detailed placement	115	0.2321	13.91	969.6
after CTS	119	0.2177	14.86	1239
after global routing	119	0.1375	14.86	1336
final	119	0.2046	14.86	1226
Power figures rest on the tool's default switching activity, not on a simulated workload.
